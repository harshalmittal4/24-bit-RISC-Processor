[flow/config.mk]
export PLATFORM = sky130hd
export DESIGN_NAME = processor
export DESIGN_NICKNAME = processor
export VERILOG_FILES = /design/flow/design.v
export SDC_FILE = /design/flow/constraint.sdc
export NUM_CORES = 4
export LEC_CHECK = 1
export CORE_UTILIZATION = 50
[flow/constraint.sdc]
current_design processor

set clk_period 144.5
set clk_io_pct 0.2

create_clock -name clk0 -period $clk_period [get_ports {clk}]

set non_clock_inputs [all_inputs -no_clocks]
set_input_delay [expr $clk_period * $clk_io_pct] -clock clk0 $non_clock_inputs
set_output_delay [expr $clk_period * $clk_io_pct] -clock clk0 [all_outputs]
[flow/design.v]
`timescale 1ns / 1ps
module add(input[23:0]a,b,input funct,output reg[23:0]addres,output reg zer);
always@(*)
begin
zer=0;
case(funct)
2'b0:
begin
addres = a+b;
end
2'b1:
begin
addres=a-b;
end
endcase
if ((a-b)==0 && funct==0) zer=1;
if ((a-b)!=0 && funct==1) zer=1;
end
endmodule
`timescale 1ns / 1ps
module alu(input[23:0]a,b, input[3:0]funct, output reg [23:0]s, output reg zero);
wire[23:0] logres,shtres,addres,mulres,sltres;
wire zer;
reg x;
logical l(a,b,funct[1:0],logres);
shift sh(a,b[4:0],funct[0],shtres);
compare c(a,b,sltres);
add ad(a,b,funct[0],addres,zer);
calc cal(a,b,mulres);
always@(*)
begin
zero=zer;
casex(funct)
4'b00xx:
s=logres;
4'b111x:
s=shtres;
4'b010x:
begin
s=addres;
end
4'b0110:
s=mulres;
4'b0111:
s=sltres;
endcase
end
endmodule
`timescale 1ns / 1ps
module alu_control(input[1:0]opcode,input[2:0]funct,input sel,output reg[3:0]alu_cnt);
always@(*)
    begin
    case(sel)
    1'b0:
        case(opcode)
        2'b00:
        alu_cnt=4'b0100; 
        2'b10:
        alu_cnt=4'b1000; 
        2'b11:
        alu_cnt=4'b1001; 
        2'b01:
        alu_cnt={1'b0,funct[2:0]};
        endcase
    1'b1: 
        case(opcode)
        2'b00:
        alu_cnt=4'b0100; 
        2'b01:
        alu_cnt=4'b0111; 
        2'b10:
        alu_cnt=4'b1110; 
        2'b11:
        alu_cnt=4'b1111; 
        endcase
    endcase
    end
endmodule
`timescale 1ns / 1ps
module calc(input[23:0]a,b,output reg[23:0]mulres);
reg [23:0]mul;
always@(*)
begin
{mul,mulres}=a*b;
end
endmodule
`timescale 1ns / 1ps
module compare(input[23:0]a,b,output reg[23:0]sltres);
always@(*)
begin
if (a<b) sltres=24'b0 + 24'b1;
else sltres=24'b0;
end
endmodule
`timescale 1ns / 1ps
module control_unit(input [5:0]opcode,output reg_src,reg_wen,alu_src,w_src,mem_wen,check_immed,output [1:0]alu_cnt,pc_cnt);
reg [7:0]opcode_mem[15:0];                
initial
    begin
    opcode_mem[0]=8'b00000011;
    opcode_mem[1]=8'b00000011;
    opcode_mem[2]=8'b00000011;
    opcode_mem[3]=8'b00000011; 
    opcode_mem[4]=8'b00000011;
    opcode_mem[5]=8'b00000011;
    opcode_mem[6]=8'b00000011;
    opcode_mem[7]=8'b00000011; 
    opcode_mem[8]=8'b10000110;
    opcode_mem[9]=8'b10000110;
    opcode_mem[10]=8'b10000110;
    opcode_mem[11]=8'b10000110; 
    opcode_mem[12]=8'b00100000;     
    opcode_mem[13]=8'b00100000;     
    opcode_mem[14]=8'b00001110;      
    opcode_mem[15]=8'b00010100;      
    end
assign alu_cnt=opcode[5:4];
assign reg_src=opcode_mem[opcode[3:0]][0];
assign reg_wen=(opcode_mem[opcode[3:0]][1]);
assign alu_src=opcode_mem[opcode[3:0]][2];
assign w_src=opcode_mem[opcode[3:0]][3];
assign mem_wen=opcode_mem[opcode[3:0]][4];
assign pc_cnt[0]=opcode_mem[opcode[3:0]][5];
assign check_immed=opcode_mem[opcode[3:0]][7];
assign pc_cnt[1]=~(opcode[0]|opcode[1]|opcode[2]|opcode[3]|opcode[4]|opcode[5]);
endmodule
`timescale 1ns / 1ps
module dm(input[23:0]add,data_in,input clk,wen,output[23:0]data_out);
reg [7:0]dm[255:0];
initial
    begin
    dm[0]=8'b00000000;
    dm[1]=8'b00000010;
    dm[2]=8'b00000000;
    dm[3]=8'b00000000;
    dm[4]=8'b00001010;
    dm[5]=8'b00001000;
    dm[6]=8'b00000010;
    dm[7]=8'b00000010;
    dm[8]=8'b00000010;
    dm[9]=8'b00000010;
    dm[10]=8'b00000010;
    dm[11]=8'b00000010;
    dm[12]=8'b00000010;
    dm[13]=8'b00000010;
    dm[14]=8'b00000010;
    dm[15]=8'b00000010;
    dm[16]=8'b00000010;
    dm[17]=8'b00000010;
    dm[18]=8'b00000010;
    dm[19]=8'b00000010;
    dm[20]=8'b00000010;
    dm[21]=8'b00000010;
    dm[22]=8'b00000010;
    dm[23]=8'b00000010;
    dm[24]=8'b00000010;
    dm[25]=8'b00000010;
    dm[26]=8'b00000010;
    dm[27]=8'b00000010;
    dm[28]=8'b00000010;
    dm[29]=8'b00000010;
    dm[30]=8'b00000010;
    dm[31]=8'b00000010;
    end
always@(posedge clk)
    begin
    if(wen)
        begin
        dm[add]=data_in[23:16];
        dm[add+1]=data_in[15:8];
        dm[add+2]=data_in[7:0];
        end
    end
assign data_out={dm[add],dm[add+1],dm[add+2]};
endmodule
`timescale 1ns / 1ps
module im(input[23:0]pc,input clk,output reg[23:0]inst); 
reg[7:0]im[63:0];
initial
    begin
    im[0]=8'b00111000;
    im[1]=8'b00000001;
    im[2]=8'b00000001;
    im[3]=8'b01010000;
    im[4]=8'b00000001;
    im[5]=8'b00010100;
    im[6]=8'b00010000;
    im[7]=8'b00110110;
    im[8]=8'b00001010;
    im[9]=8'b01001010;
    im[10]=8'b00001010;
    im[11]=8'b00001010;
    im[12]=8'b00101010;
    im[13]=8'b00001010;
    im[14]=8'b00001010;
    im[15]=8'b00001010;
    im[16]=8'b01001010;
    im[17]=8'b00101010;
    im[18]=8'b00001010;
    im[19]=8'b01001010;
    im[20]=8'b00001010;
    im[21]=8'b00001010;
    im[22]=8'b00001010;
    im[23]=8'b00001010;
    im[24]=8'b01101010;
    im[25]=8'b00001010;
    im[26]=8'b01001010;
    im[27]=8'b00101010;
    end
always@(posedge clk)
inst={im[pc],im[pc+1],im[pc+2]};  
endmodule
`timescale 1ns / 1ps
module logical(input[23:0]a,b,input[1:0]funct,output reg[23:0]logres);
always@(*)
begin
case(funct[1:0])
2'b01:logres=(a|b);
2'b00:logres=(a&b);
2'b10:logres=(a^b);
2'b11:logres=(~a);
endcase
end
endmodule
`timescale 1ns / 1ps
module pc(input[23:0]pcin,input[17:0]inst,input clk,input[1:0]cnt,output reg[23:0]pcout);
wire[23:0] p,j,b,jse,bse;
assign p=pcin+24'd3;
sign_ext se1(inst[7:0],bse);
sign_extend se2(inst,jse);
shift_unit s1(bse,2,b);
shift_unit s2(jse,2,j);
always@(posedge clk)
    begin
    case(cnt)
       2'b00:pcout=p;
       2'b01:pcout=p+b;
       2'b10:pcout={p[23:20],j[19:0]};
    endcase
    end
endmodule
`timescale 1ns / 1ps
module processor(input clk, rst, output reg [23:0] alures, npc,in,da,md);
wire[23:0]new_pc,data1,data2,alu_res,mem_data,se;
wire[23:0]instruction;
wire[17:0]jb_add;
wire[4:0]rs,rt;
reg[4:0]rd;
wire[2:0]funcode;
wire[3:0]funct;
wire reg_dest,j,b,mem_wen,reg_wen,alu_src,w_src,alu_sel,zero;
wire[1:0]alu_cnt;
reg[23:0] pc0,program_counter,off_dat,w_data;
wire[5:0]opcode;
initial pc0=24'd0;
always@(posedge clk)
    begin
    if(rst) program_counter=pc0;
    else program_counter=new_pc;
    npc=new_pc;
    end
always@(*)
    begin
    rd=(reg_dest)?instruction[7:3]:rt;
    off_dat=(alu_src)?se:data2;
    w_data=(w_src)?mem_data:alu_res;
    alures=alu_res;
    in=instruction;
    da=data1;
    md=w_data;
    end
im i(program_counter,clk,instruction);
split s1(instruction,rs,rt,opcode,funcode,jb_add);
control_unit c(opcode,reg_dest,reg_wen,alu_src,w_src,mem_wen,alu_sel,alu_cnt,{{j},{b}}); 
reg_file rf(rs,rt,rd,w_data,reg_wen,clk,data1,data2);
alu_control ac(alu_cnt,funcode[2:0],alu_sel,funct);
sign_ext se3(jb_add[7:0],se);
alu a(data1,off_dat,funct,alu_res,zero);
dm d(alu_res,data2,clk,mem_wen,mem_data);
pc p(program_counter,jb_add,clk,{{j},{b&zero}},new_pc);
endmodule
`timescale 1ns / 1ps
module reg_file(input[4:0]radd1, radd2, wadd, input[23:0]datain, input wr, clk, output [23:0]dataout1, dataout2);
reg[23:0]regs[31:0];
initial
    begin
    regs[0]=32'd1;
    regs[1]=32'd2;
    regs[2]=32'd3;
    regs[3]=32'd4;
    regs[4]=32'd5;
    regs[5]=32'd6;
    regs[6]=32'd7;
    regs[7]=32'd8;
    regs[8]=32'd9;
    regs[9]=32'd10;
    regs[10]=32'd11;
    regs[11]=32'd12;
    regs[12]=32'd13;
    regs[13]=32'd14;
    regs[14]=32'd15;
    regs[15]=32'd16;
    regs[16]=32'd17;
    regs[17]=32'd18;
    regs[18]=32'd19;
    regs[19]=32'd20;
    regs[20]=32'd21;
    regs[21]=32'd22;
    regs[22]=32'd23;
    regs[23]=32'd24;
    regs[24]=32'd25;
    regs[25]=32'd26;
    regs[26]=32'd27;
    regs[27]=32'd28;
    regs[28]=32'd29;
    regs[29]=32'd30;
    regs[30]=32'd31;
    regs[31]=32'd32;
    end
always@(posedge clk)
    if(wr) regs[wadd]=datain;
assign dataout1=regs[radd1];
assign dataout2=regs[radd2];
endmodule
`timescale 1ns / 1ps
module shift(input[23:0]a,input [4:0]b, input funct, output reg[23:0]shtres);
always@(*)
begin
case(funct)
2'b0:shtres=a>>b;
2'b1:shtres=a<<b;
endcase
end
endmodule
`timescale 1ns / 1ps
module shift_unit(input[23:0]tbsh,s,output[23:0]sh);
assign sh=tbsh<<s;
endmodule
`timescale 1ns / 1ps
module sign_ext(input[7:0]in,output[23:0]out);
assign out={{16{in[7]}},in};
endmodule
`timescale 1ns / 1ps
module sign_extend(input[17:0]in,output[23:0]out);
assign out={{6{in[17]}},in};
endmodule
`timescale 1ns / 1ps
module split(input [23:0] inst, output[4:0]rs,rt,output[5:0]opc,output[2:0]funcode,output[17:0]jba);
assign rs=inst[17:13];
assign rt=inst[12:8];
assign opc=inst[23:18];
assign funcode=inst[2:0];
assign jba=inst[17:0];
endmodule
[flow/run.sh]
#!/bin/bash
# OpenROAD 26Q1-2900-gdf79404cd8, Yosys 0.63+post, stock flow scripts
make -C /OpenROAD-flow-scripts/flow DESIGN_CONFIG=/design/flow/config.mk WORK_HOME=/design/flow/orfs finish
==> deck_impl_summary.md <==
Key Metrics from the Run

Timing
  • Max Slew Vio Count: 8
  • Slew Limit Headroom: -4.508%
  • Slew @ Worst Pin: 1.568 ns
  • Register pins left without a clock: 24
  • Setup TNS: 0 ns
  • Clk_skew: 0.1296 ns
  • Worst Slack Setup Final: 97.33 ns
  • Final min period: 47.17 ns
  • Final Hold Viols: 0
  • RSZ-0062 raised after global routing: false
  • # setup viols final: 0
  • Number of unconstrained endpoints: 24
  • Maximum clock frequency: 21.20 MHz
  • Final period util: 32.64%

Synthesis
  • Yosys Instances: 18.09k
  • Post-synth area hogs: edfxtp_1 42%, mux4_2 24%, o211ai_1 6.2%
  • Yosys cell types: 87
  • Flops out of synthesis: 2933
  • Post-synth top flop: edfxtp_1
  • Synth warn: 15
  • YS chip area: 205400 um2
  • Synth Cell Area: 205400 um2
  • Dominant cell type by area after synthesis: edfxtp_1
  • Mean Syn Cell Area: 11.36 um2
  • Async S/R FF share, synth: 0%
  • Synth Instances: 18.09k
  • Post-synth EDFFs: 2840
  • Top cell area share: 41.51%

Clock tree
  • Resized Gates After CTS: 0
  • Clock latency on the worst-skew pair: 1.05 ns
  • H-tree depth: 5
  • Post-CTS Repair Setup Buffers: 0
  • Inserted Clock Buffers: 344
  • Clock root buffer master: clkbuf_16
  • Clock-pin transition on the worst setup and hold timing paths: 0.07 ns
  • CTS Hold Bufs: 0
  • CTS tree: done
  • Max clock buf depth: 4

Setup path
  • Critical path depth: 42
  • Crit-path max FO: 94
  • Worst setup SP type: flop
  • Slowest cell on crit path: a21oi_1
  • CP Data Arrival Time: 18.27 ns
  • R2R cell count: 41
  • Worst path top cell family by delay: buffers and inverters
  • CP peak stage delay: 1.04 ns
  • Crit. End Element: output pin
  • Crit path required time: 115.60 ns
  • Most used cell, CP: buf_4
  • WP buf/inv: 15
  • Path type of the worst setup path: flop to output pin

Floorplan
  • Core Box Area: 409300 um2
  • Die area: 413400 um2
  • Init Core Util: 50.19%
  • Number of I/O pins: 122
  • Chip Height: 643.0 um
  • Die X-Extent: 643.0 um
  • Placement Rows: 235

Global route
  • Global-route wire length before repair: 1394000 um
  • GRT Total Usage: 54.39%
  • Routing usage on met1: 64.91%
  • M2 GR Usage: 65.54%
  • Remaining Overflow, GRT: 0
  • Initial antenna violation count: 154
  • Largest net degree at the start of global routing: 117
  • Grt met3 use: 47.44%
  • Vias in the first global route: 166.3k
  • Layer with the highest usage: met2

Routing
  • Post-Route WL: 1029000 um
  • Via Count: 173.6k
  • Drt drc: 0
  • Wire per inst: 43.45 um
  • Detailed Routing Iterations Pass 1: 9
  • Routed Antenna Nets: 1
  • Via density: 7.329
  • Iter 0 DRT Violations: 19.60k

Finish
  • FF+latch area: 87080 um2
  • Logic area: 111200 um2
  • Fraction of layout cells with a size suffix above 1: 21.72%
  • Layout area overhead: 10.53%
  • Cell area after layout: 227100 um2
  • Filler cells: 33.57k
  • Non-Filler Instances: 23.69k

Placement
  • IO Port Bufs: 118
  • Area post-placement: 215400 um2
  • Pre-CTS setup slack: 99.23 ns
  • Detail Placement HPWL: 704500 um
  • Placer congestion estimate: 1.090
  • DP Cell Count: 22.80k

Outcome
  • Violated checks: antenna violations, max-capacitance violations, max-slew violations
  • Outcome: finished, violations left

Flow run
  • Count of tool warnings: 93
  • Max_cap viols: 4

Min path
  • Worst min-delay path category: flop to flop
  • Worst Hold Depth: 0
flip-flops by register name, indices dropped and copies added (netlist names):
| name | cells |
|---|---|
| rf.regs | 768 |
| p.pcout | 24 |
| a.s | 24 |
| d.dm | 2048 |
| i.inst | 21 |
| program_counter | 24 |
| npc | 24 |
metrics by stage:
| stage | utilization, % | hold slack (ns) |
|---|---|---|
| after floorplan | - | 0.3399 |
| after global placement | 52.63 | 0.3459 |
| after detailed placement | 52.63 | 0.3478 |
| after CTS | 55.31 | 0.3637 |
| after global routing | 55.38 | 0.3705 |
| final | 55.48 | 0.3627 |
final timing paths:
check / startpoint / end / slack (ns)
setup / recovery: i.inst[9]$_SDFF_PP1_ / md[5] / 97.33
hold / removal: p.pcout[7]$_DFFE_PP_ / npc[7]$_DFF_P_ / 0.36
setup reg to reg: i.inst[9]$_SDFF_PP1_ / rf.regs[20][5]$_DFFE_PP_ / 127.41
hold reg to reg: p.pcout[7]$_DFFE_PP_ / npc[7]$_DFF_P_ / 0.36
kinds of logic (layout without fill, tap and decap cells):
| family | count (synthesis) | count (layout) | share of synthesized area, % |
|---|---|---|---|
| AND-OR/OR-AND | 4954 | 4954 | 14.80 |
| AND/OR/NAND/NOR | 4953 | 4953 | 9.499 |
| flip-flops | 2909 | 2909 | 42.18 |
| multiplexers | 2415 | 2415 | 25.00 |
| buffers and inverters | 2257 | 2104 | 4.279 |
| adder cells (fa/ha/maj) | 423 | 423 | 3.366 |
| XOR/XNOR | 155 | 155 | 0.6913 |
| latches | 24 | 24 | 0.1754 |
| other | 1 | 298 | 0.001825 |
layer usage:
metal | share of wire [%] | up-vias | wire length [um]
met5 | 0.51 | - | 5262
met4 | 7.6 | 179 | 78370
met3 | 21 | 3335 | 220500
met2 | 40 | 15570 | 410400
met1 | 31 | 84700 | 314700
li1 | - | 69810 | -
area by class of cell:
type                    count  share of cell area, %
multi-input cells       12930                  48.99
flip-flops and latches   2933                  38.35
clock buffers             426                  3.991
repair buffers           1094                  3.874
well taps                5451                  3.004
clock inverters           189                 0.8425
inverters                 395                 0.6529
diodes                    271                 0.2986
cell usage after synthesis, drive strengths merged, types with 197 or more instances:
library cell,count
nand2,3005
edfxtp,2840
mux4,2168
o21ai,2000
o211ai,1706
nor2,1467
clkbuf,1412
a21oi,759
buf,450
inv,387
fa,216
ha,207
mux2i,203
nand3,197
cell usage in the layout (no fill, tap or decap), types with 34 or more instances in the layout:
master and count:
a211oi_1 169, a21oi_1 756, a22oi_1 41, a31oi_1 51
buf_4 953, clkbuf_1 74, clkbuf_16 350, clkdlybuf4s50_1 118
clkinv_1 78, clkinv_2 48, dfxtp_1 60, diode_2 271
edfxtp_1 2840, fa_1 216, ha_1 205, inv_1 380
mux2_2 43, mux2i_1 198, mux4_2 2168, nand2_1 2989
nand3_1 173, nor2_1 1409, nor2_4 40, nor2b_1 71
nor3_1 43, o211ai_1 1706, o21ai_0 1966, o221ai_1 34
xnor2_1 102, xor2_1 34
